## ./design.v

```verilog
module part2(Clock, Resetn, Go, DataIn, DataResult);
    input Clock;
    input Resetn;
    input Go;
    input [7:0] DataIn;
    output [7:0] DataResult;
    wire ld_a, ld_b, ld_c, ld_x, ld_r;
    wire ld_alu_out;
    wire [1:0]  alu_select_a, alu_select_b;
    wire alu_op;
    control C0(
        .clk(Clock),
        .resetn(Resetn),
        .go(Go),
        .ld_alu_out(ld_alu_out), 
        .ld_x(ld_x),
        .ld_a(ld_a),
        .ld_b(ld_b),
        .ld_c(ld_c), 
        .ld_r(ld_r), 
        .alu_select_a(alu_select_a),
        .alu_select_b(alu_select_b),
        .alu_op(alu_op)
    );
    datapath D0(
        .clk(Clock),
        .resetn(Resetn),
        .ld_alu_out(ld_alu_out), 
        .ld_x(ld_x),
        .ld_a(ld_a),
        .ld_b(ld_b),
        .ld_c(ld_c), 
        .ld_r(ld_r), 
        .alu_select_a(alu_select_a),
        .alu_select_b(alu_select_b),
        .alu_op(alu_op),
        .data_in(DataIn),
        .data_result(DataResult)
    );
 endmodule             
module control(
    input clk,
    input resetn,
    input go,
    output reg  ld_a, ld_b, ld_c, ld_x, ld_r,
    output reg  ld_alu_out,
    output reg [1:0]  alu_select_a, alu_select_b,
    output reg alu_op
    );
    reg [5:0] current_state, next_state; 
    localparam  S_LOAD_A        = 5'd0,
                S_LOAD_A_WAIT   = 5'd1,
                S_LOAD_B        = 5'd2,
                S_LOAD_B_WAIT   = 5'd3,
                S_LOAD_C        = 5'd4,
                S_LOAD_C_WAIT   = 5'd5,
                S_LOAD_X        = 5'd6,
                S_LOAD_X_WAIT   = 5'd7,
                S_CYCLE_0       = 5'd8,
                S_CYCLE_1       = 5'd9,
                S_CYCLE_2       = 5'd10,
					 S_CYCLE_3       = 5'd11,
					 S_CYCLE_4       = 5'd12;
    always@(*)
    begin: state_table 
            case (current_state)
                S_LOAD_A: next_state = go ? S_LOAD_A_WAIT : S_LOAD_A;  
                S_LOAD_A_WAIT: next_state = go ? S_LOAD_A_WAIT : S_LOAD_B;  
                S_LOAD_B: next_state = go ? S_LOAD_B_WAIT : S_LOAD_B;  
                S_LOAD_B_WAIT: next_state = go ? S_LOAD_B_WAIT : S_LOAD_C;  
                S_LOAD_C: next_state = go ? S_LOAD_C_WAIT : S_LOAD_C;  
                S_LOAD_C_WAIT: next_state = go ? S_LOAD_C_WAIT : S_LOAD_X;  
                S_LOAD_X: next_state = go ? S_LOAD_X_WAIT : S_LOAD_X;  
                S_LOAD_X_WAIT: next_state = go ? S_LOAD_X_WAIT : S_CYCLE_0;  
                S_CYCLE_0: next_state = S_CYCLE_1;
					 S_CYCLE_1: next_state = S_CYCLE_2;
					 S_CYCLE_2: next_state = S_CYCLE_3;
					 S_CYCLE_3: next_state = S_CYCLE_4;
                S_CYCLE_4: next_state = S_LOAD_A;  
            default:     next_state = S_LOAD_A;
        endcase
    end  
    always @(*)
    begin: enable_signals
        ld_alu_out = 1'b0;
        ld_a = 1'b0;
        ld_b = 1'b0;
        ld_c = 1'b0;
        ld_x = 1'b0;
        ld_r = 1'b0;
        alu_select_a = 2'b0;
        alu_select_b = 2'b0;
        alu_op       = 1'b0;
        case (current_state)
            S_LOAD_A: begin
                ld_a = 1'b1;
                end
            S_LOAD_B: begin
                ld_b = 1'b1;
                end
            S_LOAD_C: begin
                ld_c = 1'b1;
                end
            S_LOAD_X: begin
                ld_x = 1'b1;
                end
            S_CYCLE_0: begin  
                ld_alu_out = 1'b1; ld_a = 1'b1;  
                alu_select_a = 2'b00;  
                alu_select_b = 2'b11;  
                alu_op = 1'b1;  
            end
				S_CYCLE_1: begin  
                ld_alu_out = 1'b1; ld_a = 1'b1;  
                alu_select_a = 2'b00;  
                alu_select_b = 2'b11;  
                alu_op = 1'b1;  
            end
				S_CYCLE_2: begin  
                ld_alu_out = 1'b1; ld_b = 1'b1;  
                alu_select_a = 2'b01;  
                alu_select_b = 2'b11;  
                alu_op = 1'b1;  
            end
				S_CYCLE_3: begin  
                ld_alu_out = 1'b1; ld_a = 1'b1;  
                alu_select_a = 2'b00;  
                alu_select_b = 2'b01;  
                alu_op = 1'b0;  
            end
            S_CYCLE_4: begin
                ld_r = 1'b1;  
                alu_select_a = 2'b00;  
                alu_select_b = 2'b10;  
                alu_op = 1'b0;  
            end
        endcase
    end  
    always@(posedge clk)
    begin: state_FFs
        if(!resetn)
            current_state <= S_LOAD_A;
        else
            current_state <= next_state;
    end  
endmodule
module datapath(
    input clk,
    input resetn,
    input [7:0] data_in,
    input ld_alu_out, 
    input ld_x, ld_a, ld_b, ld_c,
    input ld_r,
    input alu_op, 
    input [1:0] alu_select_a, alu_select_b,
    output reg [7:0] data_result
    );
    reg [7:0] a, b, c, x;
    reg [7:0] alu_out;
    reg [7:0] alu_a, alu_b;
    always@(posedge clk) begin
        if(!resetn) begin
            a <= 8'b0; 
            b <= 8'b0; 
            c <= 8'b0; 
            x <= 8'b0; 
        end
        else begin
            if(ld_a)
                a <= ld_alu_out ? alu_out : data_in;  
            if(ld_b)
                b <= ld_alu_out ? alu_out : data_in;  
            if(ld_x)
                x <= data_in;
            if(ld_c)
                c <= data_in;
        end
    end
    always@(posedge clk) begin
        if(!resetn) begin
            data_result <= 8'b0; 
        end
        else 
            if(ld_r)
                data_result <= alu_out;
    end
    always @(*)
    begin
        case (alu_select_a)
            2'd0:
                alu_a = a;
            2'd1:
                alu_a = b;
            2'd2:
                alu_a = c;
            2'd3:
                alu_a = x;
            default: alu_a = 8'b0;
        endcase
        case (alu_select_b)
            2'd0:
                alu_b = a;
            2'd1:
                alu_b = b;
            2'd2:
                alu_b = c;
            2'd3:
                alu_b = x;
            default: alu_b = 8'b0;
        endcase
    end
    always @(*)
    begin : ALU
        case (alu_op)
            0: begin
                   alu_out = alu_a + alu_b;  
               end
            1: begin
                   alu_out = alu_a * alu_b;  
               end
            default: alu_out = 8'b0;
        endcase
    end
endmodule
```

## ./run.sh

```bash
#!/bin/bash
# OpenROAD 26Q1-2900-gdf79404cd8, Yosys 0.63+post, stock flow scripts
make -C /OpenROAD-flow-scripts/flow DESIGN_CONFIG=/design/flow/config.mk WORK_HOME=/design/flow/orfs finish
```

## ./config.mk

```make
export PLATFORM = sky130hd
export DESIGN_NAME = part2
export DESIGN_NICKNAME = part2
export VERILOG_FILES = /design/flow/design.v
export SDC_FILE = /design/flow/constraint.sdc
export NUM_CORES = 4
export LEC_CHECK = 1
export CORE_UTILIZATION = 40
```

## ./constraint.sdc

```tcl
current_design part2

set clk_period 7.6
set clk_io_pct 0.2

create_clock -name clk0 -period $clk_period [get_ports {Clock}]

set non_clock_inputs [all_inputs -no_clocks]
set_input_delay [expr $clk_period * $clk_io_pct] -clock clk0 $non_clock_inputs
set_output_delay [expr $clk_period * $clk_io_pct] -clock clk0 [all_outputs]
```

==> flow_metrics.env <==
# flow metrics
export IMPL_placeableCoreArea_um2=8380
export IMPL_grt_first_pass_wirelength_um=12900
export IMPL_synth_cell_type_count=42
export IMPL_routabilityCongestion=1.03
export IMPL_skew_ns=0.00783
export IMPL_crit_fanout=18
export IMPL_postCtsResizedCells=0
export IMPL_use_met3=0.0410
export IMPL_min_delay_path_class="flip-flop to flip-flop"
export IMPL_synthArstFlopShare=0
export IMPL_clk_pin_slew_ns=0.10
export IMPL_flop_cell="dfxtp_1"
export IMPL_synth_edff_count=0
export IMPL_r2r_cells=18
export IMPL_top_usage_layer="met1"
export IMPL_area_growth_pct=9.48
export IMPL_wl_per_cell_um=15.1
export IMPL_p_int_uw=427
export IMPL_setup_viol=0
export IMPL_r2r_start="D0.alu_select_b[0]"
export IMPL_grt_use_met1=0.304
export IMPL_pin_count=19
export IMPL_fp_util=0.420
export IMPL_ant_nets=0
export IMPL_viasPerCell=5.15
export IMPL_vdd_drop_max_v=0.000106
export IMPL_cp_arrival_ns=5.35
export IMPL_end_kind="flip-flop"
export IMPL_leakage_uw=0.00158
export IMPL_startpoint_type="flip-flop"
export IMPL_ys_flops=53
export IMPL_period_used=0.680
export IMPL_power_share_switching=0.277
export IMPL_syn_area_per_cell_um2=9.08
export IMPL_grt_use_met2=0.283
export IMPL_min_period_ns=5.17
export IMPL_yosysChipArea_um2=3520
export IMPL_critical_path_class="flip-flop to flip-flop"
export IMPL_slew_headroom=0.464
export IMPL_netlist_instances=388
export IMPL_port_buffers=18
export IMPL_cts_sinks=53
export IMPL_hold_buffers=0
export IMPL_cts_root_buf="clkbuf_8"
export IMPL_rr_endpoint="D0.a[7]"
export IMPL_final_util=0.460
export IMPL_status="finished, final reports clean"
export IMPL_power_switching_uw=164
export IMPL_drt_pass1_iterations=4
export IMPL_grtUsageTotal=0.191
export IMPL_fmax_mhz=193
export IMPL_dp_hpwl_um=5770
export IMPL_ys_cells=388
export IMPL_cts_inserted_buffers=5
export IMPL_clk_insertion_delay_late_ns=0.31
export IMPL_drc=0
export IMPL_rows=33
export IMPL_drive_above_1_share=0.0582
export IMPL_wl_um=7540
export IMPL_antenna_cells=0
export IMPL_cp_required_ns=7.78
export IMPL_drv_cap=0
export IMPL_min_delay_start="D0.data_result[7]"
export IMPL_hold_violations=0
export IMPL_final_max_slew_viol_count=0
export IMPL_instances_no_fill=500
export IMPL_cts_buffer_depth=2
export IMPL_drt_iter0_markers=89
export IMPL_grt_overflow=0
export IMPL_h_tree_depth=2
export IMPL_rsz0062_at_grt="no"
export IMPL_via_count=2576
export IMPL_p_comb_frac=0.178
export IMPL_dieArea_um2=9180
export IMPL_die_w_um=95.8
export IMPL_grt_pass1_vias=2534
export IMPL_worst_slew_pin_slew_ns=0.803
export IMPL_reg2reg_slack_ns=2.43
export IMPL_cts_tree="yes"
export IMPL_share_seq_of_total_power=0.495
export IMPL_die_y_um=95.8
export IMPL_antenna_found_initial=0
export IMPL_p_clk_frac=0.327
export IMPL_holdPathStages=2
export IMPL_yosysSeqAreaShare=0.301
export IMPL_dp_cells=493
export IMPL_power_density_nw_per_um2=153
export IMPL_syn_area_um2=3520
export IMPL_warnings=25
export IMPL_holdPathEnd="D0.data_result[7]"
export IMPL_post_cts_buffers=0
export IMPL_grt_max_degree=47
export IMPL_yosys_warnings=2
export IMPL_final_setup_tns_ns=0
==> metrics by stage <==
step	setup slack (ns)	total power [uW]	hold WS (ns)	cell area (um2)
final	2.43	591	0.494	3860
after global routing	2.04	623	0.512	3860
after CTS	2.41	598	0.494	3860
after detailed placement	2.42	403	0.479	3750
after global placement	2.52	404	0.473	3750
after floorplan	2.92	372	0.435	3520
==> flip-flops by register name, summed over array words and instances, names as in the netlist, 2 cells and up <==
register	cells
D0.alu_select_b	2
D0.b	8
D0.c	8
C0.current_state	4
D0.a	8
D0.x	8
D0.data_result	8
==> area by class of cell <==
type	instances	area, um2
Multi-Input combinational cell	280	2230
Timing Repair Buffer	19	188
Tap cell	105	131
Sequential cell	53	1060
Fill cell	818	4530
Inverter	36	135
Clock inverter	2	38.8
Clock buffer	5	68.8
==> cells in the final DEF, fill, tap and decap left out, types with 3 or more instances in the layout <==
master / instances
a211oi_1: 7
a21o_1: 4
a21oi_1: 19
and2_1: 17
clkbuf_8: 5
clkdlybuf4s50_1: 18
dfxtp_1: 53
fa_1: 13
ha_1: 23
inv_1: 35
mux2_2: 7
mux2i_1: 30
mux4_1: 3
mux4_2: 5
nand2_1: 22
nand2b_1: 5
nand3_1: 3
nor2_1: 60
nor2b_1: 7
nor3_1: 6
nor3b_1: 3
o21a_1: 5
o21ai_0: 9
xnor2_1: 13
==> Yosys cell counts, types with 2 or more instances <==
cell        n  area share
a2111oi_0   2      0.0050
a211oi_1    7       0.015
a21o_1      4      0.0085
a21oi_1    19       0.027
and2_1     17       0.030
buf_1       6      0.0064
buf_2       2      0.0028
buf_6       2      0.0064
clkbuf_1    8      0.0085
dfxtp_1    53        0.30
fa_1       13       0.074
ha_1       23       0.082
inv_1      35       0.037
mux2_2      7       0.022
mux2i_1    30       0.085
mux4_1      3       0.022
mux4_2      5       0.032
nand2_1    22       0.023
nand2b_1    5      0.0089
nand3_1     3      0.0043
nor2_1     60       0.064
nor2b_1     7       0.012
nor3_1      6      0.0085
nor3b_1     3      0.0064
nor4_1      2      0.0036
o21a_1      5       0.011
o21ai_0     9       0.013
o22ai_1     2      0.0036
xnor2_1    13       0.032
xnor3_1     2       0.013
xor2_1      2      0.0050
==> kinds of logic (layout without fill, tap and decap cells) <==
logic type / after synthesis / in the layout / share of synthesized area
buf+inv: 55 / 62 / 0.0647
fa+ha+maj: 36 / 36 / 0.156
xor+xnor: 18 / 18 / 0.0547
flops: 53 / 53 / 0.301
simple gates: 127 / 127 / 0.165
mux: 45 / 45 / 0.162
compound gates: 54 / 54 / 0.0966
==> routing by layer <==
layer,wire length (um),up-vias
met2,3240,55
met4,127,0
li1,-,1320
met1,3770,1191
met3,397,10
met5,0,-
==> power by group through the flow <==
| stage | sequential, uW | clock (uW) | combinational, uW |
|---|---|---|---|
| CTS | 292 | 200 | 105 |
| global route | 294 | 210 | 120 |
| finish | 293 | 193 | 105 |
==> worst max path at each step <==
stage,startpoint,to,slack (ns),depth (start not counted)
after CTS,D0.alu_select_b[0],D0.b[7],2.41,18
final,D0.alu_select_b[0],D0.a[7],2.43,18
after global routing,D0.alu_select_b[0],D0.b[7],2.04,18
==> worst max-delay path, cell delays in order (launching register included) <==
cell     delay (ns)
dfxtp_1        0.50
buf_4          0.30
mux4_2         0.59
ha_1           0.22
inv_1          0.11
fa_1           0.39
inv_1          0.06
ha_1           0.24
fa_1           0.54
inv_1          0.05
fa_1           0.52
inv_1          0.04
ha_1           0.30
a21oi_1        0.20
xnor3_1        0.34
xnor3_1        0.21
nand2_1        0.08
a31oi_1        0.25
a21oi_1        0.10
No activity file was given, so power comes from the tool's default toggle rates.
