$ cat /design/flow/config.mk
export PLATFORM = sky130hd
export DESIGN_NAME = part1
export DESIGN_NICKNAME = part1
export VERILOG_FILES = /design/flow/design.v
export SDC_FILE = /design/flow/constraint.sdc
export NUM_CORES = 4
export LEC_CHECK = 1
export CORE_AREA = 10 10 70 70
export DIE_AREA = 0 0 80 80
$ cat /design/flow/design.v
module part1(Clock, Resetn, w, z, CurState);
   input Clock;
   input Resetn;
   input w;
   output z;
   output [3:0] CurState;
    reg [3:0] y_Q, Y_D;  
    localparam A = 4'b0000, B = 4'b0001, C = 4'b0010, D = 4'b0011, E = 4'b0100, F = 4'b0101, G = 4'b0110;
    always@(*)
    begin: state_table
        case (y_Q)
            A: begin
                   if (!w) 
							Y_D = A;
                   else 
							Y_D = B;
               end
            B: begin
                   if(!w) 
							Y_D = A;
                   else 
							Y_D = C;
               end
            C: begin
						if (!w)
							Y_D = E;
						else
							Y_D = D;
					end
            D: begin
						if (!w)
							Y_D = E;
						else 
							Y_D = F;
					end
            E: begin
						if (!w)
							Y_D = A;
						else
							Y_D = G;
					end
            F: begin
						if (!w)
							Y_D = E;
						else
							Y_D = F;
					end
            G: begin
						if (!w)
							Y_D = A;
						else
							Y_D = C;
					end
            default: Y_D = A;
        endcase
    end  
    always @(posedge Clock)
    begin: state_FFs
        if(Resetn == 1'b0)
            y_Q <=  A;  
        else
            y_Q <= Y_D;
    end  
    assign z = ((y_Q == F) | (y_Q == G));
    assign CurState = y_Q;
endmodule
$ cat /design/flow/constraint.sdc
current_design part1

set clk_period 2.0
set clk_io_pct 0.2

create_clock -name clk0 -period $clk_period [get_ports {Clock}]

set non_clock_inputs [all_inputs -no_clocks]
set_input_delay [expr $clk_period * $clk_io_pct] -clock clk0 $non_clock_inputs
set_output_delay [expr $clk_period * $clk_io_pct] -clock clk0 [all_outputs]
$ cat /design/flow/run.sh
#!/bin/bash
# OpenROAD 26Q1-2900-gdf79404cd8, Yosys 0.63+post, stock flow scripts
make -C /OpenROAD-flow-scripts/flow DESIGN_CONFIG=/design/flow/config.mk WORK_HOME=/design/flow/orfs finish
==> Slide: Implementation Results <==
Physical Implementation Snapshot

Run status
  – Outcome: finished clean

Worst setup path
  – Startpoint type of the worst setup path: register
  – Crit path DRT: 1.60 ns
  – Worst setup path class: reg -> out
  – Worst r2r src: y_Q[1]$_SDFF_PN0_
  – R2r setup slk: 1.11 ns
  – CP max FO: 6
  – FF-to-FF path depth: 3
  – Endpoint kind of the worst setup timing path: output port
  – R2R Path End: y_Q[0]$_SDFF_PN0_
  – Arrival time worst endpoint: 1.38 ns

Clock tree
  – CTS buffer count: 3
  – Clock Pin Slew Worst Setup and Hold Paths: 0.04 ns
  – Post CTS Setup Buffer Count: 0
  – Late-Pin Clk Latency: about 0.23 ns
  – Root buf cell: clkbuf_4
  – CTS tree: built
  – Clock Sinks: 3
  – Max H-tree Level: 1
  – Resize count post-CTS: 0
  – Max Root-Sink Buffers: 2
  – Hold-fix buffers, CTS: 0

Cells and area
  – Number of cells in the finished layout apart from fillers: 74
  – Fillers: about 400
  – Register area: 60.1 um^2
  – Max reg flops: 3
  – Largest regs: y_Q: 3 flops
  – Largest register by flop count: y_Q
  – Share of cells above drive strength 1: 17.9%
  – Area Growth Syn to Fin: 84.5%
  – Combinational Area: 93.8 um^2

Placed design
  – Detailed placer's ending HPWL: about 340 um
  – Placed insts: 70
  – Port bufs: 6
  – RD Place Congestion: 0.672

Global route
  – Initial antenna violation count: 0
  – Most Crowded Layer GR: met3
  – Vias in the first global route: approximately 130
  – GRT overflow: 0
  – Largest net degree at the start of global routing: 7
  – GRT Util Overall: under 10%
  – First-pass GRT wire length: 572 um
  – M2 GR Usage: between 1 and 1.5%
  – Met3 Usage GRT: under 10%
  – Global Route met1 Usage: ~1.4%

Floorplan
  – Chip area: about 0.0064 mm^2
  – Chip Height: about 80 um
  – Die W: around 80 um
  – Core region area: between 0.003 and 0.004 mm^2
  – I/O pin cnt: 8
  – FP Util: 4.73%
  – Num rows: 21

Hold path
  – Hold depth: 2
  – Worst hold endpoint: y_Q[2]$_SDFF_PN0_
  – Hold path startpoint: y_Q[1]$_SDFF_PN0_
  – Worst min path class: reg -> reg

Power and ir drop
  – Pwr per Cell Area: between 600 and 700 mW/mm^2
  – Leakage power: 0.0945 nW
  – Worst vdd ir: 0.116 mV

Drt
  – Drt drc: 0
  – Vias/cell: approximately 1.9
  – Routed Antenna Nets: 0
  – N_diodes: 0
  – Total Wirelength: between 400 and 500 um
  – DR vias: around 140
  – Avg WL per Cell: 5.66 um
  – 1st-pass router iterations: 2
  – DRT iter0 DRCs: 3

Synth
  – Adder Area Share: 0%
  – Synth Instances: 19
  – Seq share, synth: 37.2%
  – Mapped Area: 161 um^2
  – Synth warnings: 1
  – Yosys cell count: 19
  – Compound Share, Synth: 12.4%
  – Syn_area_per_cell: between 8 and 9 um^2
  – Distinct cells, synth: 14
  – Comb area leader: simple AND/OR/NAND/NOR gates
  – Simple-gate share of the synthesized area: 32.6%
  – Yosys Chip Area: 161 um^2
  – #FFs+latches synth: 3
  – Multiplexer share: 0%
  – Xor/xnor share: between 10% and 20%

Final timing
  – Setup_tns: 0 ns
  – Final Hold Vio Count: 0
  – Final Max Slew Viols: 0
  – Final setup viols: 0
  – RSZ-0062 raised after global routing: no
  – Clock skew: 0.00107 ns
  – Ratio of final minimum period to clock period: roughly nine tenths
  – Max Freq: between 500 and 600 MHz
  – Tmin final: between 1.5 and 2 ns

Run
  – Maxcap violations: 0
  – Log Warnings: 25
[power by group]
part           switching (mW)  internal (mW)  leakage (nW)
Sequential            0.00452         0.0632        0.0245
Combinational         0.00750         0.0151        0.0550
Clock                  0.0297         0.0747        0.0150
Total                  0.0417          0.153        0.0945
[routing by layer]
| layer | up-vias | part of all wire (%) |
|---|---|---|
| met4 | 0 | 0 |
| li1 | 77 | - |
| met5 | - | 0 |
| met1 | 55 | 46 |
| met3 | 0 | 16 |
| met2 | 6 | 37 |
[cell families (layout without fill, tap and decap cells)]
| group | count (synthesis) | count (layout) |
|---|---|---|
| AND/OR/NAND/NOR | 9 | 9 |
| AND-OR/OR-AND | 3 | 3 |
| flip-flops | 3 | 3 |
| XOR/XNOR | 2 | 2 |
| other | 1 | 1 |
| buffers and inverters | 1 | 10 |
[worst max path at each step]
stage | to | slack, ns | startpoint | cells past startpoint
CTS | z | 0.19 | y_Q[1]$_SDFF_PN0_ | 3
global route | z | 0.11 | y_Q[1]$_SDFF_PN0_ | 3
finish | z | 0.22 | y_Q[1]$_SDFF_PN0_ | 3
[worst max-delay path, cell delays in order, from the launching register on]
cell and delay (ns):
dfxtp_1 0.33, nand2b_2 0.20, a21boi_1 0.14, clkdlybuf4s50_1 0.48
[stage by stage]
stage	area, um^2	hold WS (ns)	power (mW)	worst slack, ns	util, %
5_1_grt	298	0.648	0.208	0.111	8.72
2_1_floorplan	161	0.518	0.0796	1.01	-
3_3_place_gp	272	0.584	0.0906	0.454	7.95
4_1_cts	298	0.604	0.201	0.190	8.72
6_report	298	0.595	0.195	0.216	8.72
3_5_place_dp	272	0.594	0.0913	0.444	7.95
[cells in the mapped netlist, drive strengths merged]
cell | count | share of area, %
xor2 | 1 | 5.4
xnor2 | 1 | 5.4
nor2 | 4 | 9.3
nor2b | 1 | 3.9
nor3b | 1 | 7.8
conb | 1 | 2.3
nand2 | 1 | 2.3
o21a | 1 | 4.7
a21boi | 1 | 4.7
buf | 1 | 4.7
nand2b | 2 | 9.3
o21ai | 1 | 3.1
dfxtp | 3 | 37
[cell type report]
type                       count  share of cell area (%)
clock buffer                   4                    8.82
timing repair buffer           6                    20.2
multi-input combinational     15                    31.5
tap                           46                    19.3
sequential                     3                    20.2
[placed cells by master, fill, tap and decap left out, types with 3 or more instances in the layout]
cell type,n
clkbuf_4,3
clkdlybuf4s50_1,6
dfxtp_1,3
nor2_1,4
No activity file was given, so power comes from the tool's default toggle rates.
